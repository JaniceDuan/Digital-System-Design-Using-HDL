--- flow/design.v ---
module RGB_display(switch,h_visable,v_visable,R,G,B);
input [7:0]switch;
input h_visable;
input v_visable;
output [3:0]R;
output [3:0]G;
output [3:0]B;
reg [3:0]R_m;
reg [3:0]G_m;
reg [3:0]B_m;
always @(switch[0],switch[1],switch[2],switch[3],switch[4],switch[5],switch[6],switch[7]) begin
	if (switch[0] == 1) begin
		R_m <= 0;
		G_m <= 0;
		B_m <= 0;
	end
	else if(switch[1] == 1) begin
		R_m <= 0;
		G_m <= 0;
		B_m <= 15;
	end
	else if(switch[2] == 1) begin
		R_m <= 8;
		G_m <= 4;
		B_m <= 1;
	end
	else if(switch[3] == 1) begin
		R_m <= 0;
		G_m <= 8;
		B_m <= 8;
	end
	else if(switch[4] == 1) begin
		R_m <= 15;
		G_m <= 0;
		B_m <= 0;
	end
	else if(switch[5] == 1) begin
		R_m <= 8;
		G_m <= 0;
		B_m <= 8;
	end
	else if(switch[6] == 1) begin
		R_m <= 15;
		G_m <= 15;
		B_m <= 0;
	end
	else if(switch[7] == 1) begin
		R_m <= 15;
		G_m <= 15;
		B_m <= 15;
	end
	else begin
		R_m <= 0;
        G_m <= 0;
        B_m <= 0;
    end
end
assign R = ((h_visable == 1)&&(v_visable == 1))? R_m:0;
assign G = ((h_visable == 1)&&(v_visable == 1))? G_m:0;
assign B = ((h_visable == 1)&&(v_visable == 1))? B_m:0;
endmodule
--- flow/run.sh ---
#!/bin/bash
# OpenROAD 26Q1-2900-gdf79404cd8, Yosys 0.63+post, stock flow scripts
make -C /OpenROAD-flow-scripts/flow DESIGN_CONFIG=/design/flow/config.mk WORK_HOME=/design/flow/orfs finish
--- flow/config.mk ---
export PLATFORM = sky130hd
export DESIGN_NAME = RGB_display
export DESIGN_NICKNAME = RGB_display
export VERILOG_FILES = /design/flow/design.v
export SDC_FILE = /design/flow/constraint.sdc
export NUM_CORES = 4
export LEC_CHECK = 1
export CORE_AREA = 10 10 70 70
export DIE_AREA = 0 0 80 80
--- flow/constraint.sdc ---
current_design RGB_display

set clk_period 1.5
set clk_io_pct 0.2

create_clock -name clk0 -period $clk_period

set non_clock_inputs [all_inputs -no_clocks]
set_input_delay [expr $clk_period * $clk_io_pct] -clock clk0 $non_clock_inputs
set_output_delay [expr $clk_period * $clk_io_pct] -clock clk0 [all_outputs]
==> flow_summary.yaml <==
# synthesis and place-and-route metrics
detailed_routing:
  drc: 0
  first_iter_violations: 31
  wl_per_cell_um: 9.83
  drtPass1Iterations: 4
  vias: 311
  finalWirelength_um: 1010
  detail-route-antenna-nets: 0
  vias_per_cell: 3.02
  antenna_cells: 0
flow_run:
  warnings: 34
  timing.max_cap.violations: 0
global_route:
  grt_usage_pct: 3.10
  antenna_found_initial: 0
  grt_pass1_vias: 328
  grt-ovfl-total: 0
  busiest_layer: "met2"
  grt_max_degree: 6
  use_met2_pct: 5.46
  grt_pass1_wl_um: 1640
  use_met1_pct: 3.17
  use_met3_pct: 2.05
place:
  port_buffers: 22
  dp_hpwl_um: 838
  placed_area_um2: 490
  gp_congestion: 0.806
cells_and_area:
  n_sequential_cell: 0
  fill_cells: 400
  syn_to_final_growth_pct: 170
  seq_area_um2: 0
  nClkBuffers: 0
  fin_area_um2: 514
  drive_above_1_share_pct: 82.5
synthesis:
  syn_avg_cell_area_um2: 6.56
  ys_area_um2: 190
  ys_cells: 29
  netlist.area_leader.share_pct: 15.8
  synth_warnings: 1
  synthTopCellsByArea: "buf_4 (16%), a21oi_1 (11%), nand3b_4 (11%)"
  synth_area_um2: 190
  synth_cell_types: 16
  ys_seq_share_pct: 0
  common_cells: "nor2_1 (5), a21oi_1 (4), buf_4 (4)"
  synthCells: 29
  top_area_cell: "buf_4"
  synth_dominant_cell_count: "nor2_1"
min_path:
  hp-class: "in2out"
  hold_start: "switch[2]"
setup_path:
  crit_top_cell: "buf_6"
  cp_cell_sequence: "buf_6 > nand3b_4 > or3_4 > buf_6 > nor3_4 > buf_2"
  critPathKind: "in2out"
  critPathLaunch: "switch[0]"
  slowest_stage: "or3_4"
  critPathCaptureType: "output port"
  required_ns: 1.20
  worstSetupEndpoint: "R[2]"
  cp_max_fo: 3
  max_stage_delay_ns: 0.35
  crit_arrival_ns: 1.25
  cp-start-kind: "input port"
sta:
  finalCritPeriodShare_pct: 103
  fin_ws_ns: -0.0515
  holdWs_ns: 1.03
  tightest_slew_ns: 0.340
  hold_violations: 0
  drv_slew: 0
  rsz0062_at_grt: "true"
  max_freq_mhz: 645
  min_period_ns: 1.55
  slew_headroom_pct: 77.2
  finalSetupViolCount: 8
clocking:
  holdBufCountCts: 0
power:
  power_density_mw_per_mm2: 176
  leakage_nw: 0.244
  vdd_drop_max_mv: 0.0256
status:
  status: "finished, violations left"
  violations: "setup timing"
die:
  coreArea_mm2: 0.00342
  die_width_um: 80
  die_area_mm2: 0.00640
  die_h_um: 80
  initial_utilization_pct: 5.57
  fp-row-count: 21
  io_pins: 22
[worst min-delay path by stage]
stage | to | slack (ns) | cells after the start
4_1_cts | B[3] | 1.05 | 5
6_report | G[2] | 1.03 | 4
5_1_grt | B[0] | 1.08 | 5
[layout by cell type, fill, tap and decap left out, types with 2 or more instances in the layout]
master           Yosys  layout
a21oi_2              0       3
clkbuf_2             0       3
nor3_4               0       2
nor2_2               0       2
buf_6                0       4
clkdlybuf4s15_2      0       2
buf_2                0      14
nor2_1               5       2
buf_4                4       8
o21a_1               2       2
[kinds of logic after synthesis]
kind of cell | after synthesis | synth area share [%]
buffers and inverters | 6 | 19.7
AND-OR/OR-AND | 10 | 34.9
AND/OR/NAND/NOR | 13 | 45.4
[where the power goes]
part | switching, W | internal [W] | leakage [nW]
Sequential | 0 | 0 | 0
Combinational | 0.0000415 | 0.0000491 | 0.244
Clock | 0 | 0 | 0
Total | 0.0000415 | 0.0000491 | 0.244
[routing by layer]
| layer | up-vias | share of wire (%) | wire, um |
|---|---|---|---|
| met2 | 11 | 47 | 473 |
| met5 | - | 0 | 0 |
| met3 | 0 | 18 | 179 |
| met1 | 140 | 36 | 360 |
| li1 | 160 | - | - |
| met4 | 0 | 0 | 0 |
[timing repair]
item,CTS,global route
endpoints found under the hold margin,0,0
setup buffers,3,0
cloned,0,0
resized,79,12
setup endpoints to repair,12,12
pin swaps,12,8
[metrics by stage]
step / util, % / TNS [ns] / power (W) / setup WS, ns / cells
6_report: 15.1 / -0.249 / 0.0000907 / -0.0515 / 103
2_1_floorplan: - / 0 / 0.0000220 / 0.0668 / 29
3_5_place_dp: 14.4 / -8.88 / 0.0000828 / -0.888 / 100
3_3_place_gp: 14.4 / -8.73 / 0.0000822 / -0.854 / 100
4_1_cts: 14.9 / -0.990 / 0.0000865 / -0.175 / 103
5_1_grt: 15.1 / -0.709 / 0.0000991 / -0.115 / 103
[cell type report]
type / count / area, um^2 / share of cell area [%]
Inverter: 2 / 7.51 / 1.46
Multi-Input combinational cell: 23 / 228 / 44.3
Tap cell: 46 / 57.6 / 11.2
Timing Repair Buffer: 32 / 221 / 43.1
[critical path, delay by kind of cell]
kind / cells / cell delay [ns]
AND/OR/NAND/NOR: 3 / 0.61
buffers and inverters: 3 / 0.34
Power and IR drop assume default switching activity.
