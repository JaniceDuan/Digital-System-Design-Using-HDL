==> flow/design.v <==
module clk_5Hz(clk100Mhz, slowClk);
  input clk100Mhz;  
  output reg slowClk;  
  reg[27:0] counter;
  initial begin
    counter = 0;
    slowClk = 0;
  end
  always @ (posedge clk100Mhz)
  begin
    if(counter == 10000000) begin
      counter <= 1;
      slowClk <= ~slowClk;
    end
    else begin
      counter <= counter + 1;
    end
  end
endmodule
==> flow/run.sh <==
#!/bin/bash
# OpenROAD 26Q1-2900-gdf79404cd8, Yosys 0.63+post, stock flow scripts
make -C /OpenROAD-flow-scripts/flow DESIGN_CONFIG=/design/flow/config.mk WORK_HOME=/design/flow/orfs finish
==> flow/config.mk <==
export PLATFORM = sky130hd
export DESIGN_NAME = clk_5Hz
export DESIGN_NICKNAME = clk_5Hz
export VERILOG_FILES = /design/flow/design.v
export SDC_FILE = /design/flow/constraint.sdc
export NUM_CORES = 4
export LEC_CHECK = 1
export CORE_AREA = 10 10 100 100
export DIE_AREA = 0 0 110 110
==> flow/constraint.sdc <==
current_design clk_5Hz

set clk_period 4.6
set clk_io_pct 0.2

create_clock -name clk0 -period $clk_period [get_ports {clk100Mhz}]

set non_clock_inputs [all_inputs -no_clocks]
set_input_delay [expr $clk_period * $clk_io_pct] -clock clk0 $non_clock_inputs
set_output_delay [expr $clk_period * $clk_io_pct] -clock clk0 [all_outputs]
==> impl_metrics.toml <==
# generated from flow reports
[run]
drv_cap = 0
log.warning_count = 26

[floorplan]
die_h_um = 110
die_x_um = 110
fp_util_pct = 16.73
ioPinCount = 2
core_area_um2 = 7807
dieArea_um2 = 12100
fp-row-count = 32

[critical_path]
crit_start = "slowClk"
timing.rr.end = "slowClk"
crit_path_end = "slowClk"
crit_required_ps = 3680
worstRegToRegCells = 6
crit_buf_inv = 1
crit_path_start_kind = "flop"
max_stage_delay_ps = 460
crit_type = "flop to primary output"
cp-end-kind = "primary output"
crit_chain = "clkdlybuf4s50_1"
cp_slowest_cell = "clkdlybuf4s50_1"
crit_family = "buffers and inverters"
cp.arrival_ps = 1080
reg2reg_slack_ps = 2680
crit_cells = 1
r2r-start = "counter[0]"
worstPathMaxFanout = 2

[power_and_ir_drop]
p_sw_w = 0.00009119
switching_share_pct = 19.60
pwr-share-seq_pct = 54.3
combPwrFrac_pct = 0
pwr-share-clk_pct = 45.7
ir_worst_vdd_uv = 87.11
powerDensity_nw_per_um2 = 303.8
p_int_w = 0.0003740
p_leak_nw = 0.5119

[synth]
logic_family = "simple AND/OR/NAND/NOR gates"
syn_inst = 142
avgSynthCellArea_um2 = 9.199
yosysTopAreaCell = "dfxtp_1"
adder_share_pct = 1.916
synthMuxAreaShare_pct = 0
top_area_share_pct = 42.91
aoi_share_pct = 3.161
edf_count = 1
synthTopCellsByCount = "dfxtp_1 (28), xnor2_1 (15), nor2_1 (12)"
ys_cells = 142
netlist_area_um2 = 1306
simple_gate_share_pct = 31.70
ys_sh_xor_pct = 14.75
yosysMostFrequentCell = "dfxtp_1"
synthFlopType = "dfxtp_1"
yosys-top-cells-area = "dfxtp_1 (43%), xnor2_1 (10%), xor2_1 (4.7%)"
ys_area_um2 = 1306
yosys_warnings = 1
ys_seq_share_pct = 45.21
synth.distinct_cells = 31
synthArstFlopShare_pct = 0
synth-seq-cells = 29

[cts]
numCtsBuffers = 5
cts_root_buf = "clkbuf_8"
cts_repair_resize_count = 0
cts_setup_buffers = 0
tritoncts = "done"
clk_latency_ps = 280
cts_buffer_depth = 2
cts.clk_slew.worst_paths_ps = 60
htreeDepth = 2
hold_buffers = 0
numClockSinks = 29

[final_layout]
fillers = 848
drive_gt1_share_pct = 8.108
comb_area_um2 = 679.4
area_delta_synth_final_pct = 17.24
seq_area_um2 = 590.6
fin_util_pct = 19.62

[global_routing]
grt_pass1_wl_um = 4312
grt_pass1_vias = 933
grt_max_degree = 10
overflow = 0
grt_antenna_before_repair = 0
track_usage_pct = 4.345

[sta]
finalCritPeriodShare_pct = 43.41
clock_skew_ps = 4.981
setup_viol = 0
hold_viol = 0
tightest_slew_ps = 478.6
slew_headroom_pct = 67.80
rsz0062_at_grt = "false"
setup_tns_ps = 0
fin_ws_ps = 2603
final_max_slew_viol_count = 0
fmax_mhz = 500.8
finalCriticalPeriod_ps = 1997

[place]
io_buffers = 1
place_ws_ps = 2695
dp_hpwl_um = 1739
gp_congestion = 0.8320

[routing]
drt-wirelength-per-cell_um = 9.920
drtAntennaViolNets = 0
diodes = 0
viasPerCell = 3.912
first_pass_iters = 4
vias = 978
drt-initial-drc-count = 35
drc = 0
wl_um = 2480

[status]
outcome = "complete, no violations"

[min_path]
hold_class = "flop to flop"
-- final cells by class --
type	count	share of cell area, %
repair buffers	2	1.144
well taps	102	8.333
flip-flops and latches	29	38.56
inverters	7	1.716
clock buffers	8	5.882
multi-input cells	102	44.36
-- cells in the final DEF, fill, tap and decap left out, types with 2 or more instances in the layout --
cell and n:
xnor2_1 15, nor4_1 2, and4_1 4, inv_1 7, nand4_1 9, dfxtp_1 28, nor4b_1 3, or2_1 2
nor2_1 12, nor3_1 8, nand3_1 10, and3_1 2, o21ai_0 2, clkbuf_8 6, xor2_1 7, nand2_1 8
a21oi_1 3, clkbuf_1 2, or3_1 2, ha_1 2
-- stage by stage --
stage	cell area (µm²)	instances	total power, W	hold slack [ps]
after global placement	1441	242	0.0002579	442.7
final	1531	250	0.0004652	454.7
after CTS	1531	250	0.0004694	455.1
after detailed placement	1441	242	0.0002579	440.9
after floorplan	1306	142	0.0002579	412.9
after global routing	1531	250	0.0004837	474.7
-- power by group through the flow --
stage | Clock (W) | Sequential [W] | Combinational [W]
6_report | 0.000213 | 0.000252 | 0.000000000229
4_1_cts | 0.000217 | 0.000252 | 0.000000000229
5_1_grt | 0.000232 | 0.000252 | 0.000000000229
-- metal layers --
| metal | share of wire, % | track usage (%) | up-vias |
|---|---|---|---|
| met5 | 0 | 0 | - |
| met4 | 2.5 | 1.115 | 0 |
| met2 | 40 | 6.181 | 11 |
| met3 | 5.2 | 1.880 | 7 |
| met1 | 52 | 5.921 | 448 |
| li1 | - | - | 512 |
-- kinds of logic (layout without fill, tap and decap cells) --
| family | after synthesis | count (layout) |
|---|---|---|
| compound gates | 7 | 7 |
| fa+ha+maj | 2 | 2 |
| flops | 29 | 29 |
| simple gates | 71 | 71 |
| xor+xnor | 22 | 22 |
| buf+inv | 11 | 17 |
-- registers in the layout, summed over array words and instances (netlist names) --
| signal | cells |
|---|---|
| slowClk | 1 |
| counter | 28 |
-- worst min path at each step --
stage	startpoint	slack, ps	depth (start not counted)	to
finish	counter[27]	450	1	counter[27]
CTS	counter[0]	460	1	counter[0]
global route	counter[0]	470	1	counter[0]
No activity file was given, so power comes from the tool's default toggle rates.
